**./run.sh**
```bash
#!/bin/bash
# OpenROAD 26Q1-2900-gdf79404cd8, Yosys 0.63+post, stock flow scripts
make -C /OpenROAD-flow-scripts/flow DESIGN_CONFIG=/design/flow/config.mk WORK_HOME=/design/flow/orfs finish
```
**./config.mk**
```make
export PLATFORM = sky130hd
export DESIGN_NAME = filter
export DESIGN_NICKNAME = filter
export VERILOG_FILES = /design/flow/design.v
export SDC_FILE = /design/flow/constraint.sdc
export NUM_CORES = 4
export LEC_CHECK = 1
export CORE_UTILIZATION = 50
```
**./constraint.sdc**
```tcl
current_design filter

set clk_period 11.8
set clk_io_pct 0.2

create_clock -name clk0 -period $clk_period [get_ports {clock}]

set non_clock_inputs [all_inputs -no_clocks]
set_input_delay [expr $clk_period * $clk_io_pct] -clock clk0 $non_clock_inputs
set_output_delay [expr $clk_period * $clk_io_pct] -clock clk0 [all_outputs]
```
**./design.v**
```verilog
module filter(
        input clock,
        input start,
        output reg done,
        input  [15:0] data_in,
        output reg [15:0] data_out
    );
    reg signed [7:0] coeff [7:0];
    reg signed [15:0] data  [7:0];
    reg [2:0] count;
    reg signed [23:0] acc;
    localparam IDLE = 0;
    localparam RUN  = 1;
    reg state;
    initial begin
        coeff[0] = 2;
        coeff[1] = 12;
        coeff[2] = 42;
        coeff[3] = 71;
        coeff[4] = 71;
        coeff[5] = 42;
        coeff[6] = 12;
        coeff[7] = 2;
    end
    always @(posedge clock) begin : capture
        integer i;
        if (start) begin
            for (i = 0; i < 7 ; i = i+1) begin
                data[i+1] <= data[i];
            end
            data[0] <= data_in;
        end
    end
    always @(posedge clock) begin
        case (state)
            IDLE: begin
                done <= 1'b0;
                if (start) begin
                    count <= 7;
                    acc   <= 0;
                    state <= RUN;
                end
            end
            RUN: begin
                count <= count - 1'b1;
                acc   <= acc + data[count] * coeff[count];
                if (count == 0) begin
                    state <= IDLE;
                    done  <= 1'b1;
                end
            end
        endcase
    end
    always @(posedge clock) begin
        if (done) begin
            data_out <= acc[23:8];
        end
    end
endmodule
```
==> flow_summary_export.csv <==
group,metric,value,unit
cells_and_area,final_common_cell,"edfxtp_1",
sta,tns,0,ps
sta,hold_viol,0,
worst_setup_path,crit_path_max_fanout,33,
synth,flop_cell,"edfxtp_1",
placement,place_congestion,0.949,
clock_tree,root_buffer,"clkbuf_16",
drt,wl_per_cell,17.3,um
drt,vias,6496,
synth,ys_types,46,
sta,grt_setup_unrepaired,"no",
cells_and_area,fillers,1671,
grt,grt_max_degree,67,
sta,worst_slew_pin_slew,812,ps
worst_setup_path,crit_chain,"inv_1, ha_1, buf_4, a2111oi_4, nand2_1, nand2_1, and2_1, inv_1, fa_1, inv_1, fa_1, fa_1, inv_1, fa_1, inv_1, ha_1, o21ai_0, o21bai_1, a21oi_1, o21ai_0, a41oi_1, mux2i_1",
floorplanning,fp.dieArea,0.0226,mm^2
drt,antenna_left,0,
drt,wl_met2,9.83,mm
clock_tree,clock_sinks,178,
synth,yosys_warnings,2,
sta,report.final.slew_viol_count,0,
grt,grt_pass1_wl,34.9,mm
sta,finalSetupViolations,0,
placement,dpl.hpwl,15.0,mm
min_path,hold_path.class,"reg2reg",
synth,async_flop_share,0,%
floorplanning,ioPinCount,35,
drt,n_antenna_cell,0,
synth,netlist_area,0.0110,mm^2
clock_tree,cts_hold_buf,0,
worst_setup_path,crit_type,"reg2reg",
synth,ys_seq_share,48.0,%
grt,grt_overflow_total,0,
drt,drt-total-wl,21.0,mm
drt,met1_length,9.41,mm
floorplanning,die_w,150,um
worst_setup_path,critPathMaxStageDelay,570,ps
synth,syn_inst,891,
synth,edf_count,172,
drt,first_pass_iters,6,
worst_setup_path,path_common_cell,"inv_1",
floorplanning,die.size.y,150,um
synth,avgSynthCellArea,12.4,um^2
cells_and_area,area_growth,11.5,%
grt,grt_pass1_vias,6874,
clock_tree,clkTransAtPathRegs,70,ps
cells_and_area,postLayoutCoreUtil,57.7,%
worst_setup_path,crit_path_end_kind,"register",
sta,final.period_utilization,54.7,%
synth,ys_ff,178,
grt,antenna_found_initial,0,
outcome,run_status,"complete, no violations",
sta,finalCriticalPeriod,6450,ps
synth,yosys-stat-area,0.0110,mm^2
drt,avgViaCountPerCell,5.35,
drt,route.met3.wl,1.46,mm
sta,slew_headroom,45.8,%
drt,top_layer_used,"met4",
flow_run,drv_cap,0,
placement,portBuffers,34,
floorplanning,initial_core_util,51.7,%
flow_run,openroad.warnings,36,
worst_setup_path,cp_slowest_cell,"and2_1",
clock_tree,cts_tree,"built",
clock_tree,clk_latency,420,ps
floorplanning,coreArea,0.0213,mm^2
clock_tree,h-tree-depth,4,
sta,skew,14.3,ps
drt,drcViolationCount,0,
clock_tree,cts_resized,0,
worst_setup_path,cp_top_family,"adder cells",
cells_and_area,final_cell_mix,"edfxtp_1 (172), inv_1 (152), fa_1 (93), nand2_1 (90)",
worst_setup_path,cp.arrival,6620,ps
grt,grt_util_all_layers,22.1,%
synth,ys_cells,891,
clock_tree,cts_buffers,17,
drt,drt_iter0_drc,423,
clock_tree,cts_buffer_depth,2,
sta,max_freq,0.155,GHz
worst_setup_path,cp.required,11960,ps
worst_setup_path,cp-start-kind,"register",
cells_and_area,drive_gt1_share,5.32,%
clock_tree,post_cts_buffers,0,
floorplanning,rows,53,
worst_setup_path,cp.buffers_inverters,6,
kinds of logic (layout without fill, tap and decap cells):
group / count (synthesis) / after routing / share of synthesized area [%]
and+or+nand+nor: 223 / 223 / 10.0
DFF: 178 / 178 / 48.0
xor gates and xnor gates: 21 / 21 / 1.74
buffers and inverters: 179 / 228 / 6.16
muxes: 8 / 8 / 0.750
AOI/OAI and AO/OA: 111 / 111 / 7.56
adders and majority gates: 171 / 171 / 25.8
worst paths after layout:
check | from | end | slack (ps) | cells past startpoint
max | count[0] | acc[22] | 5350 | 22
min | data[4][15] | data[5][15] | 450 | 0
max reg2reg | count[0] | acc[22] | 5350 | 22
min reg2reg | data[4][15] | data[5][15] | 450 | 0
cells in the mapped netlist (all sizes together) (2+ instances only):
cell    instances  share of area, %
and2           78               4.4
nand3          17              0.77
a21oi          16              0.73
nand2b          5              0.28
o211ai          2              0.14
buf             4              0.19
nand2          90               3.1
a31oi           2              0.11
a222oi         16               1.5
o21ai          19              0.86
o31ai           2              0.26
ha             78               8.9
xor2            5              0.40
clkbuf         22              0.75
and3            5              0.33
xnor2          16               1.3
inv           152               5.2
nor2           21              0.72
a22oi          33               2.3
o21bai          4              0.27
mux2            2              0.20
dfxtp           6               1.1
fa             93                17
edfxtp        172                47
a41oi           2              0.16
mux2i           6              0.55
a211oi          7              0.57
a21o            4              0.27
worst register-to-register path, cell delays in order (launching register included):
cell and delay [ps]:
edfxtp_1 420, inv_1 110, ha_1 210, buf_4 260
a2111oi_4 480, nand2_1 100, nand2_1 150, and2_1 570
inv_1 190, fa_1 530, inv_1 60, fa_1 480
fa_1 550, inv_1 50, fa_1 480, inv_1 40
ha_1 320, o21ai_0 240, o21bai_1 110, a21oi_1 310
o21ai_0 150, a41oi_1 270, mux2i_1 120
per-stage QoR:
| step | setup WS, ps | cell area (um^2) | hold slack (ps) | cells |
|---|---|---|---|---|
| floorplan | 6050 | 11000 | 425 | 891 |
| global placement | 5430 | 11700 | 433 | 1183 |
| detailed placement | 5370 | 11700 | 434 | 1183 |
| CTS | 5310 | 12300 | 445 | 1215 |
| global route | 4860 | 12300 | 452 | 1215 |
| finish | 5350 | 12300 | 446 | 1215 |
routing by layer:
| metal | track usage (%) | vias up |
|---|---|---|
| li1 | - | 3082 |
| met1 | 35.6 | 3209 |
| met2 | 32.9 | 193 |
| met3 | 7.82 | 12 |
| met4 | 2.42 | 0 |
| met5 | 0 | - |
sequential cells by signal (all words and copies together) (netlist names), named ones only:
signal and count:
state 1, count 3, data 128, done 1, acc 24, data_out 16
cell type report:
| class | instances | area (um^2) | area share (%) |
|---|---|---|---|
| Clock buffer | 18 | 429 | 3.50 |
| Clock inverter | 14 | 190 | 1.55 |
| Inverter | 153 | 574 | 4.68 |
| Multi-Input combinational cell | 534 | 5050 | 41.1 |
| Sequential cell | 178 | 5290 | 43.1 |
| Tap cell | 275 | 344 | 2.80 |
| Timing Repair Buffer | 43 | 405 | 3.30 |
