==> design/flow/design.v <==
module full_adder (
  input i_bit1,
  input i_bit2,
  input i_carry,
  output o_sum,
  output o_carry);
  assign {o_carry, o_sum} = i_bit1 + i_bit2 + i_carry;
endmodule
module carry_lookahead_adder
  #(parameter WIDTH = 32)
  (
   input [WIDTH-1:0] in_a,
   input [WIDTH-1:0] in_b,
   output [WIDTH:0]  out_sum
   );
  wire [WIDTH:0]     w_C;
  wire [WIDTH-1:0]   w_G, w_P, w_SUM;
  genvar             ii;
  generate
    for (ii=0; ii<WIDTH; ii=ii+1) 
      begin
        full_adder full_adder_inst
            ( 
              .i_bit1(in_a[ii]),
              .i_bit2(in_b[ii]),
              .i_carry(w_C[ii]),
              .o_sum(w_SUM[ii]),
              .o_carry()
              );
      end
  endgenerate
  genvar             jj;
  generate
    for (jj=0; jj<WIDTH; jj=jj+1) 
      begin
        assign w_G[jj]   = in_a[jj] & in_b[jj];
        assign w_P[jj]   = in_a[jj] | in_b[jj];
        assign w_C[jj+1] = w_G[jj] | (w_P[jj] & w_C[jj]);
      end
  endgenerate
  assign w_C[0] = 1'b0;  
  assign out_sum = {w_C[WIDTH], w_SUM};    
endmodule  
module fastAdderCLA (
    input clock,
    input reset,
    input [31:0] in_a,
    input [31:0] in_b,
    output [32:0] out_sum
);
    parameter WIDTH = 32;
    reg [WIDTH-1:0] reg_in_a;
    reg [WIDTH-1:0] reg_in_b;
    reg [WIDTH:0] reg_out_sum;
    wire [WIDTH:0] sum0;
    always @(posedge clock) begin
        if (reset) begin
            reg_in_a <= {(WIDTH-1){1'b0}};
            reg_in_b <= {(WIDTH-1){1'b0}};
        end 
        else begin
            reg_in_a <= in_a;
            reg_in_b <= in_b;
        end        
    end
    carry_lookahead_adder adder0(reg_in_a, reg_in_b, sum0);
    always @(posedge clock) begin
        if (reset) begin
            reg_out_sum <= {WIDTH{1'b0}};
        end 
        else begin
            reg_out_sum <= sum0;            
        end        
    end
    assign out_sum = reg_out_sum;
endmodule
==> design/flow/run.sh <==
#!/bin/bash
# OpenROAD 26Q1-2900-gdf79404cd8, Yosys 0.63+post, stock flow scripts
make -C /OpenROAD-flow-scripts/flow DESIGN_CONFIG=/design/flow/config.mk WORK_HOME=/design/flow/orfs finish
==> design/flow/config.mk <==
export PLATFORM = sky130hd
export DESIGN_NAME = fastAdderCLA
export DESIGN_NICKNAME = fastAdderCLA
export VERILOG_FILES = /design/flow/design.v
export SDC_FILE = /design/flow/constraint.sdc
export NUM_CORES = 4
export LEC_CHECK = 1
export CORE_UTILIZATION = 40
==> design/flow/constraint.sdc <==
current_design fastAdderCLA

set clk_period 11.0
set clk_io_pct 0.2

create_clock -name clk0 -period $clk_period [get_ports {clock}]

set non_clock_inputs [all_inputs -no_clocks]
set_input_delay [expr $clk_period * $clk_io_pct] -clock clk0 $non_clock_inputs
set_output_delay [expr $clk_period * $clk_io_pct] -clock clk0 [all_outputs]
==> qor.csv <==
stage,metric,value,unit
status,outcome,"finished, violations left",
status,violations,setup timing,
finish,lay_top_cells,"97 x clkdlybuf4s50_1, 97 x dfxtp_1, 94 x nor2b_1",
floorplanning,die_w,92.4,um
critical_path,path_class,flip-flop to flip-flop,
power_and_ir_drop,leakagePower,0.00179,uW
clocking,cts.sinks,97,
clocking,cts-root-buf,clkbuf_8,
critical_path,crit_top_cell,fa_2,
run,warnings,28,
finish,areaGrowthSynthToFinish,41.0,%
critical_path,path_buffers,4,
run,maxCapViolCount,0,
critical_path,cp.arrival,11.50,ns
final_timing,finalClockPeriodUsage,1.02,
logic_synthesis,mappedNetlistArea,0.00327,mm^2
clocking,ctsHoldBuffers,0,
placed_design,dp_hpwl,3450,um
detailed_routing,ant_nets,0,
global_route,antenna_found_initial,0,
detailed_routing,drt-wirelength-per-cell,10.7,um
clocking,cts_max_level,3,
logic_synthesis,ys_sh_xor,0,
power_and_ir_drop,irDropWorstVdd,0.0000997,V
critical_path,critical_path.max_stage_delay,0.42,ns
finish,instances_no_fill,453,
clocking,clk_path_buf_depth,2,
placed_design,dp_cells,437,
final_timing,fmax,88.8,MHz
placed_design,port-buffer-count,98,
logic_synthesis,adder_share,0.193,
logic_synthesis,ys.flops,97,
logic_synthesis,yosys-stat-area,0.00327,mm^2
placed_design,post_dp_cell_area,0.00439,mm^2
final_timing,fin_crit,11.26,ns
clocking,clk_latency,0.35,ns
final_timing,worst_pin_slew,0.746,ns
detailed_routing,vias,1846,
detailed_routing,num_antenna_cells,0,
global_route,grt_max_degree,78,
final_timing,finalSetupViolCount,2,
final_timing,fin_hold_ws,0.584,ns
critical_path,crit_slowest_cell,fa_1,
floorplanning,die_h,92.4,um
final_timing,worst_slack,-0.257,ns
floorplanning,rows,32,
detailed_routing,dr.pass1.iters,2,
clocking,path_clk_slew,0.09,ns
global_route,grt-ovfl-total,0,
logic_synthesis,synth_cell_types,8,
min_path,hp-start,reg_in_b[0],
finish,final_area,0.00461,mm^2
logic_synthesis,ys_seq_frac,0.593,
detailed_routing,avgViaCountPerCell,4.08,
floorplanning,die_area,0.00855,mm^2
critical_path,crit_path_end_kind,flip-flop,
final_timing,finalHoldViolations,0,
logic_synthesis,top_logic_kind,adder cells,
logic_synthesis,yosys_cells,246,
logic_synthesis,synth_warnings,1,
clocking,cts_buffers,9,
global_route,grt_pass1_vias,1797,
finish,drive_above_1_share,0.137,
critical_path,cp-startpoint,reg_in_a[0],
detailed_routing,wirelength,4850,um
global_route,grt_pass1_wl,8030,um
finish,final_util,0.591,
floorplanning,fp.coreArea,0.00781,mm^2
logic_synthesis,netlist_instances,246,
final_timing,skew,0.00784,ns
critical_path,cp-start-kind,flip-flop,
placed_design,place.gp.congestion,0.752,
power_and_ir_drop,powerDensity,152,mW/mm^2
final_timing,maxSlewViolCount,0,
logic_synthesis,ys_sh_simple,0.183,
final_timing,rsz0062_at_grt,yes,
detailed_routing,drtIter0Drc,26,
critical_path,required,11.24,ns
logic_synthesis,syn_avg_cell_area,13.3,um^2
floorplanning,initial_utilization,0.419,
clocking,cts_tree,done,
critical_path,rr_startpoint,reg_in_a[0],
min_path,hold_class,flip-flop to flip-flop,
power_and_ir_drop,power,703,uW
critical_path,cp_top_family,adder cells,
detailed_routing,drc_errors,0,
logic_synthesis,synthMuxAreaShare,0,
critical_path,crit_path_max_fanout,1,
final_timing,maxSlewHeadroom,0.503,
global_route,grt.total_usage,0.127,
logic_synthesis,ys_sh_aoi,0,
floorplanning,io_pins,99,
==> flip-flops by register name, indices dropped and copies added (netlist names) <==
signal	count
reg_in_a	32
reg_in_b	32
reg_out_sum	33
==> where the power goes <==
part,internal (uW),total (uW),switching (uW)
sequential,375,385,10.2
combinational,57.9,78.1,20.2
clock,128,240,112
==> cell families after synthesis <==
kind of cell | count (synthesis)
DFF | 97
and+or+nand+nor | 97
buffers and inverters | 20
adders and majority gates | 32
==> cell usage after synthesis <==
library cell  instances  area share
nor2b_1              94        0.18
ha_1                  1      0.0038
dfxtp_1              97        0.59
buf_4                 4      0.0092
inv_1                10       0.011
buf_2                 6      0.0092
fa_1                 31        0.19
nor2_1                3      0.0034
==> layout make-up <==
| class | count | area [um^2] |
|---|---|---|
| clock buffers | 11 | 131 |
| clock inverters | 5 | 80.1 |
| fillers | 663 | 3200 |
| inverters | 10 | 37.5 |
| multi-input cells | 129 | 1310 |
| flip-flops and latches | 97 | 1940 |
| well taps | 102 | 128 |
| repair buffers | 99 | 986 |
==> worst reg2reg max path, delay by kind of cell (launching register included) <==
kind	cells	cell delay (ns)
buffers and inverters	4	0.22
AND/OR/NAND/NOR	1	0.13
adder cells (fa/ha/maj)	32	10.49
flip-flops	1	0.31
==> what timing repair did <==
| item | CTS | global route |
|---|---|---|
| pin swaps | 0 | 0 |
| resized | 7 | 0 |
| endpoints found under the hold margin | 0 | 0 |
| setup buffers | 0 | 0 |
| setup endpoints to repair | 3 | 3 |
==> metrics by stage <==
step	setup slack, ns	setup TNS, ns
finish	-0.257	-0.447
global placement	-0.310	-0.550
global route	-0.618	-1.53
CTS	-0.322	-0.592
floorplan	-0.0294	-0.0294
detailed placement	-0.405	-0.833
==> final timing paths <==
kind	to	slack, ns	cells past startpoint
max	reg_out_sum[31]	-0.26	37
min	reg_out_sum[0]	0.58	2
max reg2reg	reg_out_sum[31]	-0.26	37
min reg2reg	reg_out_sum[0]	0.58	2
==> per-layer routing <==
metal | GRT usage | vias up | wire length, um
met5 | 0 | - | 0
met2 | 0.186 | 68 | 2150
li1 | - | 922 | -
met4 | 0.0208 | 0 | 105
met3 | 0.0459 | 10 | 440
met1 | 0.198 | 846 | 2150
No activity file was given, so power comes from the tool's default toggle rates.
