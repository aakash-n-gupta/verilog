==> run.sh <==
#!/bin/bash
# OpenROAD 26Q1-2900-gdf79404cd8, Yosys 0.63+post, stock flow scripts
make -C /OpenROAD-flow-scripts/flow DESIGN_CONFIG=/design/flow/config.mk WORK_HOME=/design/flow/orfs finish
==> config.mk <==
export PLATFORM = sky130hd
export DESIGN_NAME = rule90
export DESIGN_NICKNAME = rule90
export VERILOG_FILES = /design/flow/design.v
export SDC_FILE = /design/flow/constraint.sdc
export NUM_CORES = 4
export LEC_CHECK = 1
export CORE_AREA = 10 10 395 395
export DIE_AREA = 0 0 405 405
==> constraint.sdc <==
current_design rule90

set clk_period 1.4
set clk_io_pct 0.2

create_clock -name clk0 -period $clk_period [get_ports {clk}]

set non_clock_inputs [all_inputs -no_clocks]
set_input_delay [expr $clk_period * $clk_io_pct] -clock clk0 $non_clock_inputs
set_output_delay [expr $clk_period * $clk_io_pct] -clock clk0 [all_outputs]
==> design.v <==
module rule90(
    input clk,
    input load,
    input [511:0] data,
    output [511:0] q ); 
    integer i;
    always@(posedge clk)
        begin
            if(load)
                q <= data;
            else
                begin
                    for(i = 1; i< 511; i = i+1)
                        begin
                            q[i] <= q[i+1] + q[i-1];
                        end
                    q[0] <= q[1];
                    q[511] <= q[510];
                end
        end
endmodule
==> results.sh <==
# flow metrics
export IMPL_outcome="complete, but fails checks"
export IMPL_violations="setup timing"
export IMPL_ios=1026
export IMPL_grt_antenna_before_repair=42
export IMPL_setup_viol=75
export IMPL_wire_per_inst_um=25.1
export IMPL_finalHoldViolations=0
export IMPL_placed_area_sq_um=35000
export IMPL_ys_flops=512
export IMPL_track_usage=0.172
export IMPL_ys_warn_count=514
export IMPL_timing_max_cap_violations=0
export IMPL_yosys_cells=2158
export IMPL_dp_hpwl_mm=120
export IMPL_cts_root_buf="clkbuf_16"
export IMPL_async_flop_share=0
export IMPL_largest_reg_flops=512
export IMPL_fin_worst_skew_ns=0.0294
export IMPL_dp_cells=5282
export IMPL_relSlewSlack=0.547
export IMPL_grt_pass1_vias=22271
export IMPL_top_area_frac=0.501
export IMPL_num_rows=141
export IMPL_worstHoldPathType="in2reg"
export IMPL_fin_crit_sh=1.07
export IMPL_routed_via_density=3.78
export IMPL_rsz0062_at_grt="true"
export IMPL_clock_fmax_ghz=0.670
export IMPL_numClockSinks=512
export IMPL_openroad_warnings=27
export IMPL_critPathTopFamily="flip-flops"
export IMPL_grt_ovfl_total=0
export IMPL_synth_area_sq_um=20400
export IMPL_cts_buffer_depth=3
export IMPL_ys_seq_share=0.501
export IMPL_layout_drive_gt1_share=0.488
export IMPL_crit_buf_inv=2
export IMPL_yosys_area_sq_um=20400
export IMPL_layoutNonFillerInstCount=5781
export IMPL_fp_util=0.139
export IMPL_core_sq_um=147000
export IMPL_top_cells_by_area="dfxtp_1 50%, xnor2_1 22%, o21ai_0 10%"
export IMPL_drt_first_pass_iters=6
export IMPL_critPathLaunchType="register"
export IMPL_cts_htree_levels=3
export IMPL_most_common_cell="dfxtp_1"
export IMPL_cts_tree="done"
export IMPL_required_ns=1.12
export IMPL_routed_wl_mm=145
export IMPL_enable_flop_cells=0
export IMPL_drc=0
export IMPL_common_cells="512 x dfxtp_1, 510 x nand2_1, 510 x xnor2_1"
export IMPL_worst_slack_ns=-0.0936
export IMPL_dieArea_sq_um=164000
export IMPL_cp_end_kind="output port"
export IMPL_largestRegisters="q x512"
export IMPL_yosys_area_top_type="dfxtp_1"
export IMPL_fp_dieW_um=405
export IMPL_critPathMaxFanout=2
export IMPL_area_delta_synth_final_pct=99.0
export IMPL_slew_violations=0
export IMPL_cts_inserted_buffers=69
export IMPL_dr_first_iter_drc_count=1253
export IMPL_path_cells="buf_8 > buf_6"
export IMPL_leakagePower_nw=16.6
export IMPL_worst_pin_slew_ns=0.675
export IMPL_critPathSlowestCell="dfxtp_2"
export IMPL_crit_arrival_ns=1.21
export IMPL_max_flop_register="q"
export IMPL_die_y_um=405
export IMPL_clk_insertion_delay_late_ns=0.65
export IMPL_grt_pass1_wl_mm=191
export IMPL_flop_cell="dfxtp_1"
export IMPL_path_class="reg2out"
export IMPL_finalInstanceArea_sq_um=40700
export IMPL_power_density_nw_per_um2=1650
export IMPL_ir_drop_mv=0.939
export IMPL_ant_nets=0
export IMPL_routabilityCongestion=0.992
export IMPL_critPathMaxStageDelay_ns=0.32
export IMPL_grt_max_degree=77
export IMPL_ys_types=11
export IMPL_synthCells=2158
export IMPL_syn_avg_cell_area_sq_um=9.47
export IMPL_preCtsSetupSlack_ns=-0.174
export IMPL_port_buffers=1025
export IMPL_vias=21846
export IMPL_cts_clk_slew_worst_paths_ns=0.06
export IMPL_min_period_ns=1.49
[cells by family (layout without fill, tap and decap cells)]
group,count (synthesis),in the layout,share of synthesized area
flip-flops,512,512,0.501
AND/OR/NAND/NOR,510,510,0.0936
other,0,9,0
multiplexers,2,2,0.00147
AND-OR/OR-AND,510,510,0.141
buffers and inverters,114,1798,0.0439
XOR/XNOR,510,510,0.218
[layout by cell type, fill, tap and decap left out]
master	instances
inv_16	1
clkinv_2	6
clkinvlp_4	5
nand2_1	510
clkdlybuf4s50_1	512
clkinv_8	3
buf_2	182
dfxtp_4	191
dfxtp_2	321
o21ai_1	11
clkinv_16	1
inv_6	3
xnor2_1	510
clkbuf_8	16
clkbuf_1	14
mux2_4	2
o21ai_0	410
clkbuf_16	71
buf_8	3
buf_4	622
clkinv_4	2
o21ai_2	89
diode_2	9
bufinv_16	4
buf_6	298
buf_12	55
[worst paths after layout]
| kind | from | to | slack, ns | cells after the start |
|---|---|---|---|---|
| worst max-delay path | q[225] | q[225] | -0.09 | 2 |
| worst max register to register | q[6] | q[7] | 0.08 | 3 |
| worst min-delay path | load | q[51] | 0.09 | 3 |
| worst min register to register | q[272] | q[271] | 0.55 | 2 |
[power breakdown]
part | internal (mW) | switching (mW) | total [mW]
sequential | 19.1 | 3.34 | 22.5
combinational | 15.8 | 10.1 | 25.9
clock | 11.0 | 7.56 | 18.6
[per-stage QoR]
step / TNS (ns) / util / hold WS [ns] / power (mW)
final: -1.25 / 0.276 / 0.0948 / 67.0
after global placement: -0.449 / 0.237 / 0.536 / 44.7
after detailed placement: -0.313 / 0.237 / 0.543 / 44.5
after CTS: -27.61 / 0.274 / 0.0283 / 67.7
after floorplan: 0 / - / 0.389 / 28.1
after global routing: -20.37 / 0.276 / 0.0663 / 70.3
[cell type report]
class,instances,area [sq um]
clock buffer,101,2050
fill,15331,107000
sequential,512,11400
timing repair buffer,1672,15200
multi-input combinational,1532,9300
antenna,9,22.5
clock inverter,25,330
tap,1930,2410
[worst min-delay path, stage by stage]
cell and delay (ns):
buf_8 0.16, buf_4 0.18, o21ai_0 0.08
[metal layers]
metal / track usage / part of all wire
met5: 0 / 0.0028
met4: 0.0532 / 0.040
met3: 0.0755 / 0.10
met2: 0.285 / 0.48
met1: 0.200 / 0.38
[timing repair]
action | in CTS | in global routing
setup endpoints to repair | 512 | 509
setup buffers | 355 | 16
resized | 2713 | 28
hold buffers | 0 | 0
Power figures rest on the tool's default switching activity, not on a simulated workload.
